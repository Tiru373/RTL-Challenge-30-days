<file path="design/flow/constraint.sdc">
current_design alu_16bit

set clk_period 15.5
set clk_io_pct 0.2

create_clock -name clk0 -period $clk_period

set non_clock_inputs [all_inputs -no_clocks]
set_input_delay [expr $clk_period * $clk_io_pct] -clock clk0 $non_clock_inputs
set_output_delay [expr $clk_period * $clk_io_pct] -clock clk0 [all_outputs]
</file>
<file path="design/flow/config.mk">
export PLATFORM = sky130hd
export DESIGN_NAME = alu_16bit
export DESIGN_NICKNAME = alu_16bit
export VERILOG_FILES = /design/flow/design.v
export SDC_FILE = /design/flow/constraint.sdc
export NUM_CORES = 4
export LEC_CHECK = 1
export CORE_UTILIZATION = 40
</file>
<file path="design/flow/design.v">
module alu_16bit ( 
    input wire [15:0] operand1, 
    input wire [15:0] operand2, 
    input wire [3:0] operation, 
    output reg [15:0] result, 
    output reg [3:0] flags 
); 
    reg [15:0] temp_result; 
    always_comb begin 
        case(operation) 
            4'b0000: temp_result = operand1 + operand2; 
            4'b0001: temp_result = operand1 - operand2; 
            4'b0010: temp_result = operand1 & operand2; 
            4'b0011: temp_result = operand1 | operand2; 
            4'b0100: temp_result = operand1 ^ operand2; 
            4'b0101: temp_result = operand1 << operand2[3:0]; 
            4'b0110: temp_result = operand1 >> operand2[3:0]; 
            4'b0111: temp_result = (operand1[15] == 1) ? {{8{operand1[15]}}, operand1[15:8]} : (operand1 >> operand2[3:0]); 
            4'b1000: temp_result = {operand1[operand2[3:0]], operand1} >> 1; 
            4'b1001: temp_result = {operand1, operand1[15:operand2[3:0]]} << 1; 
            4'b1010: temp_result = operand1 - operand2; 
            4'b1011: temp_result = operand1 + 1; 
            4'b1100: temp_result = operand1 - 1; 
            4'b1101: temp_result = ~operand1; 
            4'b1110: temp_result = -operand1; 
            4'b1111: temp_result = {8'b0, operand1[7:0]}; 
            default: temp_result = 16'h0000; 
        endcase 
        flags = 4'b0000; 
        flags[1] = (temp_result == 16'h0000);  
        flags[2] = temp_result[15];  
        if (operation == 4'b0000 || operation == 4'b1011 || operation == 4'b1100 || operation == 4'b1000 || operation == 4'b1001) begin 
            flags[0] = (temp_result[16] == 1);  
            flags[3] = ((operand1[15] == operand2[15]) && (temp_result[15] != operand1[15]));  
        end else if (operation == 4'b0001) begin 
            flags[0] = (operand1[15] < operand2[15]);  
            flags[3] = ((operand1[15] != operand2[15]) && (temp_result[15] != operand1[15]));  
        end else if (operation == 4'b1010) begin 
            flags[0] = (operand1 == operand2);  
        end else if (operation == 4'b0111) begin 
            flags[3] = (operand1[15] == 1);  
        end else if (operation == 4'b1110) begin 
            flags[3] = (operand1 == 16'h8000);  
        end 
    end 
    always @* begin 
        result = temp_result; 
    end 
endmodule
</file>
<file path="design/flow/run.sh">
#!/bin/bash
# OpenROAD 26Q1-2900-gdf79404cd8, Yosys 0.63+post, stock flow scripts
make -C /OpenROAD-flow-scripts/flow DESIGN_CONFIG=/design/flow/config.mk WORK_HOME=/design/flow/orfs finish
</file>
==> run summary <==
State of the implementation.

- The critical path is of the in -> out type.
- Looking at the max-slew report, the worst-margin pin has a slew of 1220 ps.
- The vertical die dimension is 122 microns, for reference.
- Per the post-route antenna check, the number of violating nets is 0.
- For this run, the register share of the synthesized area comes to 0%.
- The top-level I/O count is 56, for reference.
- The number of antenna violations at the first check in global routing was 0.
- The data arrival time of the critical path is 8640 ps, for reference.
- The worst hold path begins at operand1[15].
- The library cell with the highest instance count after synthesis is nor2_1, for reference.
- The synthesis run shows the most used standard cells to be 75 x nor2_1, 66 x ha_1, 55 x nand2_1, 52 x a21oi_1, 44 x inv_1.
- The leftover overflow at the end of global routing is 0, for reference.
- Note that the worst hold path type here is in -> out.
- The OpenROAD warning count is 65, for reference.
- The max-slew violation count is 0, for reference.
- The chip area estimate from yosys synthesis is 0.00579 sq mm, for reference.
- The area growth from synthesis to final layout is 11.0%, for reference.
- The run finished with clean final reports.
- By area the synthesized netlist is led by ha_1 14%, mux4_2 9.7%, xnor2_1 5.3%.
- Power comes to 0.242 mW.
- The number of gates resized after CTS is 0, for reference.
- The first global-routing pass estimated 39200 microns of wire.
- The mean area per synthesized cell is 7.07 sq um, for reference.
- In this run the static leakage power is 2.42 nW.
- The storage element area is 0 sq um, for reference.
- Entering global routing, the biggest net connects 52 pins.
- Power spread over the standard cell area amounts to 37.7 mW/mm^2.
- The timing report gives the biggest stage delay along the critical path as 660 ps.
- The relative slew slack is 16.7%, for reference.
- The final layout report lists a filler cell count of 1451.
- The simple-gate share of the synthesized area is 27.6%, for reference.
- Per STA, the worst path is made up of clkdlybuf4s50_1, buf_4, clkinv_1, ha_1, o21bai_1, a2111oi_1, xnor2_1, a211oi_1, nand3_1, nor4_1, nor4bb_1, and4bb_1, and4b_1, clkdlybuf4s50_1.
- In this run, the synthesized area fraction spent on adder and majority cells is recorded as 15.0%.
- Per the OpenROAD timing report, the critical path contains 14 cells.
- In the global route stage, overall resource usage came out at 35.8%.
- Detailed placement ended at an HPWL of 19800 microns.
- The largest total area in the synthesized netlist belongs to ha_1.
- In the routed design, unresolved DRC markers number 0.
- Row generation in the floorplan step produced 43 rows.
- The and-or/or-and share of the synthesized area is 30.1%, for reference.
- The tally of buffers added on design ports is 56, for reference.
- Endpoints failing hold in the final report were tallied at 0.
- The area used by multi-input combinational logic is 0.00529 sq mm, for reference.
- The synthesis run shows multiplexers occupying 12.4% of the cell area.
- For this sky-water flow run, the detailed-routed wirelength per cell is reported as 25.9 microns.
- Warnings reported by Yosys during synthesis add up to 2.
- The number of diodes is 0, for reference.
- The destination of the worst hold path is flags[3], for reference.
- The area share of the leading cell type in the synthesized netlist is 14.3%, for reference.
- In this run the cell area of the synthesized design comes to 0.00579 sq mm.
- The die is 122 microns wide.
- The required time at the worst endpoint is listed as 12400 ps.
- In the synthesized netlist, the dominant kind of combinational cell is AND-OR/OR-AND gates.
- The maximum fanout encountered on the critical timing path is 50, for reference.
- The number of max-cap violations is 0, for reference.
- The core region is 0.0140 sq mm.
- The worst supply voltage drop on vdd is 0.0206 mV, for reference.
- Synthesis produced a netlist whose cell count is 818.
- The XOR/XNOR share of the synthesized area is 6.36%, for reference.
- The final route contains 6970 vias.
- The last weighted congestion value of the routability-driven placer is 1.07, for reference.
- The first TritonRoute pass finished after 5 iterations.
- The final layout reports a setup TNS of 0 ps.
- Before placement the cells fill 41.4% of the core.
- The worst path uses 75.7% of the clock period.
- Counting instances, the worst hold path has a depth of 5.
- The layout summary lists the proportion of cells stronger than drive strength 1 as 7.82%.
- In the routed layout, each cell is associated on average with a via count of 6.89.
- The count of different cell masters after synthesis is 78, for reference.
- The final-layout clock buffer total is 0, for reference.
- The post-CTS hold buffer count recorded in the log is 0.
- After layout, the minimum clock period comes to 11740 ps.
- The slowest stage of the critical path is the clkinv_1 cell.
- The via count of the first global-routing pass is 6414.
- The detailed router reported a total wirelength of 26200 microns.
- STA classifies the critical path endpoint as an output pin.
- According to the cell report, flip-flops and latches in the layout number 0.
- Setup repair after global routing left no endpoint under its margin.
- The setup fix buffers added after clock tree synthesis is 0, for reference.
- The most frequent cell on the critical path is clkdlybuf4s50_1, for reference.
- The initial DRC count is 1019, for reference.
- Along the critical path, the tally of buffer and inverter instances is 4.
- In the Yosys report the total cell count is 818.
- The achievable clock frequency is 85.2 MHz, for reference.
- The count of final setup violators is 0, for reference.
- The worst setup path is launched from an input port.
- The category of cells accounting for the largest share of critical-path delay is buffers and inverters, for reference.
- Per the OpenROAD floorplan log, the area of the die is 0.0150 sq mm.
-- cell usage in the layout, fill, tap and decap left out, types with 10 or more instances in the layout --
cell / instances
a211oi_1: 14
a21oi_1: 52
buf_4: 24
clkdlybuf4s50_1: 54
ha_1: 66
inv_1: 44
mux2i_1: 11
mux4_2: 25
nand2_1: 55
nand2b_1: 14
nand3_1: 19
nor2_1: 75
nor2b_1: 11
nor3_1: 38
nor4_1: 19
o211ai_1: 11
o21ai_0: 40
o221ai_1: 10
o22ai_1: 15
or3_1: 12
xnor2_1: 35
-- final cells by class --
| type | instances | area share, % |
|---|---|---|
| multi-input combinational | 704 | 82.4 |
| timing repair buffer | 80 | 11.4 |
| tap | 180 | 3.51 |
| inverter | 47 | 2.75 |
-- worst max path at each step --
stage / from / to
6_report: operand2[2] / flags[1]
5_1_grt: operation[0] / flags[1]
4_1_cts: operand2[2] / flags[1]
-- kinds of logic (layout without fill, tap and decap cells) --
| family | count (synthesis) | in the layout |
|---|---|---|
| compound gates | 250 | 250 |
| fa+ha+maj | 68 | 68 |
| simple gates | 304 | 304 |
| buf+inv | 114 | 127 |
| mux | 40 | 40 |
| xor+xnor | 42 | 42 |
-- metrics by stage --
stage / util (%) / hold slack [ps] / cells / cell area, sq um / setup slack [ps]
final: 45.9 / 7420 / 1011 / 6420 / 3760
after global routing: 45.9 / 7450 / 1011 / 6420 / 3620
after CTS: 45.9 / 7410 / 1011 / 6420 / 3920
after detailed placement: 45.9 / 7410 / 1011 / 6420 / 3940
after global placement: 45.9 / 7410 / 1011 / 6420 / 3930
after floorplan: - / 6390 / 818 / 5790 / 5940
-- layer usage --
| metal | vias to the layer above | global-route usage (%) | part of all wire [%] |
|---|---|---|---|
| li1 | 3152 | - | - |
| met1 | 3307 | 51.3 | 42 |
| met2 | 457 | 53.0 | 43 |
| met3 | 54 | 9.25 | 11 |
| met4 | 0 | 10.4 | 3.6 |
| met5 | - | 0 | 0 |
-- where the power goes --
group / switching (mW) / internal (mW)
clock network: 0 / 0
logic: 0.142 / 0.100
registers: 0 / 0
total: 0.142 / 0.100
Power is estimated from default activity; no workload was simulated.
