**./config.mk**
```make
export PLATFORM = sky130hd
export DESIGN_NAME = Stack
export DESIGN_NICKNAME = Stack
export VERILOG_FILES = /design/flow/design.v
export SDC_FILE = /design/flow/constraint.sdc
export NUM_CORES = 4
export LEC_CHECK = 1
export CORE_UTILIZATION = 50
```
**./constraint.sdc**
```tcl
current_design Stack

set clk_period 3.7
set clk_io_pct 0.2

create_clock -name clk0 -period $clk_period [get_ports {clk}]

set non_clock_inputs [all_inputs -no_clocks]
set_input_delay [expr $clk_period * $clk_io_pct] -clock clk0 $non_clock_inputs
set_output_delay [expr $clk_period * $clk_io_pct] -clock clk0 [all_outputs]
```
**./design.v**
```verilog
module Stack (
    input wire clk,
    input wire reset,
    input wire push,
    input wire pop,
    input wire [7:0] data_in,
    output reg [7:0] data_out,
    output reg stack_empty,
    output reg stack_full
);
    parameter STACK_DEPTH = 8;  
    reg [7:0] stack [0:STACK_DEPTH-1];  
    reg [2:0] top = 3'b000;  
    reg [2:0] stack_size = 3'b000;  
    reg [2:0] max_stack_size = 3'b111;  
    always @(posedge clk or posedge reset) begin
        if (reset) begin
            top <= 3'b000;  
            stack_size <= 3'b000;  
            stack_empty <= 1'b1;  
            stack_full <= 1'b0;  
        end else begin
            if (push && stack_size < max_stack_size) begin
                stack[top] <= data_in;
                top <= top + 1;
                stack_size <= stack_size + 1;
                stack_empty <= 1'b0;
                stack_full <= (stack_size == max_stack_size) ? 1'b1 : 1'b0;
            end
            else if (pop && stack_size > 0) begin
                top <= top - 1;
                data_out <= stack[top];
                stack_size <= stack_size - 1;
                stack_full <= 1'b0;
                stack_empty <= (stack_size == 0) ? 1'b1 : 1'b0;
            end
        end
    end
endmodule
```
**./run.sh**
```bash
#!/bin/bash
# OpenROAD 26Q1-2900-gdf79404cd8, Yosys 0.63+post, stock flow scripts
make -C /OpenROAD-flow-scripts/flow DESIGN_CONFIG=/design/flow/config.mk WORK_HOME=/design/flow/orfs finish
```
==> results.cfg <==
; implementation run metrics
[grt]
use_met1 = 0.326
top_usage_layer = met1
use_met3 = 0.147
grt_overflow = 0
use_met2 = 0.311
antenna_found_initial = 0
grt_pass1_vias = 1922
grt.total_usage = 0.223
grt_max_degree = 24
grt_first_pass_wirelength_um = 10300

[finish]
area_growth_syn_to_layout_pct = 13.2
drive_above_1_share = 0.143
finalInstanceArea_um2 = 3750

[setup_path]
cp.required_ps = 3880
ff2ff_setup_slack_ps = 1260
critPathBufInv = 0
slowest_stage = or4_4
crit_top_cell = ha_1
r2r-start = top[0]
crit_arrival_ps = 2620
cp_max_fo = 10
path_cells = ha_1, ha_1, or4_4, or2_1, a41oi_2
worst_r2r_endpoint = data_out[3]
start_kind = flop
slowest_delay_ps = 650
crit_type = flop to flop
path_delay_family = simple AND/OR/NAND/NOR gates
rr_worst_depth = 5
worst_setup_path_end_kind = flop

[die]
die-area_um2 = 6950
die_x_um = 83.4
pin_count = 22
fp-row-count = 29
coreArea_um2 = 6390
fp_util = 0.518
die_h_um = 83.4

[synth]
flop_cell = edfxtp_1
yosys_cells = 204
top_cells_by_area = edfxtp_1, dfrtp_1, a41oi_2
top_area_cell = edfxtp_1
ys_async_sr_fraction = 0.100
ys.flops = 80
muxShareOfSynthArea = 0.0302
syn-instance-count = 204
ys_sh_simple = 0.0745
yosys.cell_types.count = 33
top_cell_area_share = 0.653
syn_area_per_cell_um2 = 16.2
synth.cellmix.adderShare = 0.0302
yosys_area_um2 = 3310
edf_count = 72
postSynthSeqShare = 0.714
synth_warnings = 2
yosys.area_share.xor_xnor = 0.00794
netlist_area_um2 = 3310
ys_sh_aoi = 0.115
logic_family = AND-OR/OR-AND gates

[timing]
fmax_mhz = 410
worst_pin_slew_ps = 657
finalClockPeriodUsage = 0.660
clock_skew_ps = 9.97
min_period_ps = 2440
hold_violations = 0
worst_hold_slack_ps = 494
finalSetupViolCount = 0
rsz0062_at_grt = no
report.final.slew_viol_count = 0
relSlewSlack = 0.562
final.setup.tns_ps = 0

[job]
cap_violations = 0
warning_count = 30

[power_and_ir_drop]
internal_power_mw = 1.83
ir_worst_vdd_uv = 385
comb_power_share = 0.340
p_leak_nw = 1.24
powerDensity_nw_per_um2 = 731
p_switching_uw = 907
power.total_mw = 2.74
seq_power_share = 0.439
swShare = 0.331
p_clk_frac = 0.221

[placed_design]
port-buffer-count = 21
hpwl_um = 4610
gp_congestion = 0.885
dpl_cell_area_um2 = 3560

[clock_tree]
cts_sinks = 80
clock_path_buffers = 2
root_buffer = clkbuf_8
worstSkewPairLatency_ps = 350
cts_tree = built
cts_buffers = 9
post_cts.repair.setup_buffers = 0
cts_resized = 0
cts_hold_buffers = 0
path_clk_slew_ps = 80
htreeDepth = 3

[detailed_routing]
num_antenna_cells = 0
dr_total_vias = 1876
first_iter_violations = 181
drt_wl_total_um = 6740
via_per_inst = 6.11
final_antenna_net_count = 0
drc_errors = 0
drt_first_pass_iters = 4
post_drt_wl_per_cell_um = 22.0

[worst_hold_path]
hp-class = flop to flop
whs_path_depth = 1
worst_hold_path.endpoint = stack_empty
hold_start = stack_empty

[run_status]
status = finished clean
[stage by stage]
stage | cells | setup WS [ps] | util
floorplan | 204 | 1190 | -
global placement | 291 | 1170 | 0.557
detailed placement | 291 | 1130 | 0.557
CTS | 307 | 1250 | 0.587
global route | 307 | 1150 | 0.587
finish | 307 | 1260 | 0.587
[worst max path at each step]
| stage | from | to | cells past startpoint |
|---|---|---|---|
| after global routing | top[0] | data_out[0] | 5 |
| after CTS | top[0] | data_out[3] | 5 |
| final | top[0] | data_out[3] | 5 |
[flip-flops by register name (all words and copies together) (netlist names)]
| signal | flops |
|---|---|
| stack_empty | 1 |
| stack | 64 |
| top | 3 |
| stack_full | 1 |
| data_out | 8 |
| stack_size | 3 |
[kinds of logic after synthesis]
logic type | after synthesis
buffers and inverters | 19
AND/OR/NAND/NOR | 47
XOR/XNOR | 3
multiplexers | 9
flip-flops | 80
AND-OR/OR-AND | 38
adder cells (fa/ha/maj) | 8
[cell usage after synthesis (3+ instances only)]
cell      instances
a222oi_1          7
a22o_1            8
a41oi_2           8
and2_1            7
and3_1            6
buf_6             3
clkbuf_1          8
dfrtp_1           7
edfxtp_1         72
ha_1              8
inv_1             6
mux2_2            8
nand2_1          16
nand3_1           3
nor3_1            9
o21ai_0           4
o311ai_0          3
xnor2_1           3
[worst reg2reg max path, stage by stage, from the launching register on]
cell     delay, ps
dfrtp_1        430
ha_1           250
ha_1           310
or4_4          650
or2_1          420
a41oi_2        230
[final cells by class]
cell class / instances / area [um^2]
clock buffers: 10 / 128
clock inverters: 6 / 60.1
fillers: 470 / 2640
inverters: 6 / 22.5
multi-input cells: 105 / 852
flip-flops and latches: 80 / 2360
well taps: 77 / 96.3
repair buffers: 23 / 225
[cell usage in the layout (no fill, tap or decap), types with 2 or more instances in the layout]
| cell | n |
|---|---|
| edfxtp_1 | 72 |
| clkdlybuf4s50_1 | 21 |
| nand2_1 | 16 |
| nor3_1 | 9 |
| clkbuf_8 | 9 |
| mux2_2 | 8 |
| a22o_1 | 8 |
| a41oi_2 | 8 |
| ha_1 | 8 |
| and2_1 | 7 |
| a222oi_1 | 7 |
| dfrtp_1 | 7 |
| inv_1 | 6 |
| and3_1 | 6 |
| o21ai_0 | 4 |
| nand3_1 | 3 |
| xnor2_1 | 3 |
| o311ai_0 | 3 |
| clkinvlp_4 | 3 |
| nor2b_1 | 2 |
| o211ai_1 | 2 |
| clkinv_1 | 2 |
| buf_4 | 2 |
[power by group through the flow]
stage | Sequential, mW | Clock, mW | Combinational [mW]
4_1_cts | 1.20 | 0.615 | 0.924
5_1_grt | 1.22 | 0.652 | 1.01
6_report | 1.20 | 0.606 | 0.931
[routing by layer]
layer	part of all wire	wire [um]
met1	0.39	2640
met3	0.13	907
met2	0.45	3070
met4	0.019	128
met5	0	0
