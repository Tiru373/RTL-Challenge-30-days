`flow/config.mk`:
```
export PLATFORM = sky130hd
export DESIGN_NAME = updown_counter
export DESIGN_NICKNAME = updown_counter
export VERILOG_FILES = /design/flow/design.v
export SDC_FILE = /design/flow/constraint.sdc
export NUM_CORES = 4
export LEC_CHECK = 1
export CORE_AREA = 10 10 70 70
export DIE_AREA = 0 0 80 80
```
`flow/constraint.sdc`:
```
current_design updown_counter

set clk_period 2.1
set clk_io_pct 0.2

create_clock -name clk0 -period $clk_period [get_ports {clk}]

set non_clock_inputs [all_inputs -no_clocks]
set_input_delay [expr $clk_period * $clk_io_pct] -clock clk0 $non_clock_inputs
set_output_delay [expr $clk_period * $clk_io_pct] -clock clk0 [all_outputs]
```
`flow/design.v`:
```
module updown_counter(
    input wire clk, reset, up_down,
    output reg [3:0] count
);
reg [3:0] next_count;
always @(posedge clk or posedge reset) begin
    if (reset)
        count <= 4'b0000;  
    else
        count <= next_count;
end
always @* begin
    if (up_down)
        next_count = count + 1;  
    else
        next_count = count - 1;  
end
endmodule
```
`flow/run.sh`:
```
#!/bin/bash
# OpenROAD 26Q1-2900-gdf79404cd8, Yosys 0.63+post, stock flow scripts
make -C /OpenROAD-flow-scripts/flow DESIGN_CONFIG=/design/flow/config.mk WORK_HOME=/design/flow/orfs finish
```
==> results_dict.tcl <==
# place-and-route summary
set metrics [dict create \
    rows 21 \
    final-seq-area_um2 100.1 \
    arrival_ns 1.76 \
    slew_headroom 0.8764 \
    setup.worst_path.start_class "input pin" \
    crit_path_max_incr_delay_ns 0.50 \
    crit_buf_inv 2 \
    synth_top_cell_by_area "dfrtp_1" \
    finalHoldViolations 0 \
    grt_max_degree 5 \
    wl_um 416 \
    comb_area_um2 87.58 \
    warnings 25 \
    pwr_density_cell_nw_per_um2 1096 \
    power_frac_comb 0.395 \
    rrSetupSlack_ns 0.90 \
    cts_resized 0 \
    die_w_um 80 \
    drive_gt1_frac 0.1667 \
    antenna_found_initial 0 \
    power_frac_seq 0.353 \
    syn_to_final_growth_pct 70.44 \
    avgSynthCellArea_um2 13.26 \
    drt-wirelength-per-cell_um 5.943 \
    cp_max_fo 3 \
    min_period_ns 1.606 \
    core-area_um2 3416 \
    reg.largest.list "count: 4 flops" \
    nFillCells 406 \
    netlist_area_um2 198.9 \
    yosysSeqAreaShare 0.5031 \
    synth-warning-count 1 \
    grt_first_pass_wirelength_um 731 \
    postPlaceCellArea_um2 316.6 \
    max_freq_mhz 622.7 \
    cts.sinks 4 \
    p_leak_uw 0.0001415 \
    rsz0062_at_grt "no" \
    vias 137 \
    synth.distinct_cells 8 \
    largest_reg_flops 4 \
    tritoncts "done" \
    postCtsSetupBuffers 0 \
    antenna_left 0 \
    grt_use_met3 0.02841 \
    worstReg2RegStart "count[1]" \
    clkSlewWorstSetupHoldPaths_ns 0.04 \
    clock_tree.buffer_depth 2 \
    fp_util 0.05824 \
    clock_latency_ns 0.23 \
    top_register "count" \
    finalSetupTns_ns 0 \
    top_usage_layer "met3" \
    hold_path.class "in2async" \
    drcViolationCount 0 \
    intPower_uw 273.2 \
    cap_violations 0 \
    use_met2 0.01204 \
    ctsHtreeMaxLevel 1 \
    firstDrtPassIters 2 \
    topCellsByArea "dfrtp_1 50%, ha_1 13%, fa_1 10%, xnor2_1 8.8%, inv_1 5.7%" \
    critPathTopFamily "buffers and inverters" \
    chipArea_um2 6400 \
    yosys_area_um2 198.9 \
    skew_ns 0.0003277 \
    drt_iter0_drc 2 \
    root_buffer "clkbuf_4" \
    worstPathRequired_ns 2.26 \
    syn_inst 15 \
    crit_path_start "up_down" \
    pin_count 7 \
    grt_pass1_vias 147 \
    yosysCellCount 15 \
    grt_use_met1 0.01948 \
    status "finished, final reports clean" \
    cts_made_buffers 3 \
    synthDominantCellAreaShare 0.5031 \
    antenna_cells 0 \
    cp_slowest_cell "clkdlybuf4s50_1" \
    endpoint_kind "register" \
    post-route-period-util 0.7647 \
    sw_frac_of_total 0.2649 \
    fp.dieH_um 80 \
    finalSetupViolations 0 \
    clock_power_share 0.252 \
    postCtsHoldBufs 0 \
    netSwitchingPower_uw 98.44 \
    worstMarginPinSlew_ns 0.1841 \
    grt_usage 0.01627 \
    cp_cell_sequence "clkdlybuf4s50_1 -> inv_1 -> ha_1 -> a21o_1 -> a21oi_2 -> xnor2_1" \
    overflow 0 \
    path_class "in2reg" \
    routed_via_density 1.957 \
    port_buffers 6 \
    ys_ff 4 \
    final_max_slew_viol_count 0 \
    gp_congestion 0.7480 \
    stdcell_area_um2 339.1 \
    max-vdd-ir-drop_uv 170.0 \
]
==> synthesized netlist by cell type <==
cell,count
xor2_1,1
ha_1,2
xnor2_1,2
inv_1,3
a21oi_2,1
a21o_1,1
dfrtp_1,4
fa_1,1
==> metrics by stage <==
| stage | setup WS, ns | cells | util | power [µW] | hold slack [ns] |
|---|---|---|---|---|---|
| 4_1_cts | 0.4918 | 70 | 0.09927 | 383.3 | 0.3737 |
| 5_1_grt | 0.3707 | 70 | 0.09927 | 415.8 | 0.3899 |
| 2_1_floorplan | 0.8316 | 15 | - | 203.6 | 0.1861 |
| 3_5_place_dp | 0.2445 | 67 | 0.09267 | 284.8 | 0.5104 |
| 3_3_place_gp | 0.2656 | 67 | 0.09267 | 280.6 | 0.4926 |
| 6_report | 0.4940 | 70 | 0.09927 | 371.6 | 0.3716 |
==> layout make-up <==
type                       instances  area share
clock buffer                       3     0.06642
inverter                           3     0.03321
multi-input combinational          8      0.2583
sequential                         4      0.2952
tap                               46      0.1697
timing repair buffer               6      0.1771
==> worst register-to-register path, delay by kind of cell (launching register included) <==
kind                       cells  cell delay (ns)
DFF                            1             0.40
adders and majority gates      1             0.28
xor gates and xnor gates       1             0.12
AOI/OAI and AO/OA              2             0.33
==> cells by family after synthesis <==
group	share of synthesized area
compound gates	0.08178
xor+xnor	0.1321
fa+ha+maj	0.2264
buf+inv	0.05660
flops	0.5032
==> power by group through the flow <==
stage	registers, µW	logic, µW	clock network (µW)
after global routing	138	174	104
after CTS	133	152	98.4
final	131	147	93.8
==> per-layer routing <==
layer | wire length (µm) | part of all wire | vias to the layer above
met3 | 129 | 0.31 | 0
met1 | 174 | 0.42 | 61
met5 | 0 | 0 | -
met2 | 112 | 0.27 | 10
met4 | 0 | 0 | 0
li1 | - | - | 66
==> final timing paths <==
kind                                 end  cells past startpoint
worst max-delay path            count[3]                      6
worst min-delay path            count[3]                      2
worst max register to register  count[3]                      4
worst min register to register  count[0]                      1
max in group asynchronous       count[0]                      2
min in group clk0               count[0]                      1
==> cell usage in the layout (no fill, tap or decap) <==
cell	n
clkbuf_4	3
xnor2_1	2
a21oi_2	1
clkdlybuf4s50_1	6
dfrtp_1	4
inv_1	3
xor2_1	1
fa_1	1
ha_1	2
a21o_1	1
Power figures rest on the tool's default switching activity, not on a simulated workload.
